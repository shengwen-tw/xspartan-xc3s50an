### /design/flow/design.v
`timescale 1ns / 1ps
module blink_led(clk_in, led);
	input clk_in;
	output led;
	reg[23:0] cnt;
	reg led;
	always @(posedge clk_in) begin
		if(cnt == 0)
		begin
			cnt = 15000000;
			led = ~led;
		end
		else
			cnt = cnt - 1;
	end
	initial begin
		cnt = 15000000;
		led = 1;
	end
endmodule
### /design/flow/run.sh
#!/bin/bash
# OpenROAD 26Q1-2900-gdf79404cd8, Yosys 0.63+post, stock flow scripts
make -C /OpenROAD-flow-scripts/flow DESIGN_CONFIG=/design/flow/config.mk WORK_HOME=/design/flow/orfs finish
### /design/flow/config.mk
export PLATFORM = sky130hd
export DESIGN_NAME = blink_led
export DESIGN_NICKNAME = blink_led
export VERILOG_FILES = /design/flow/design.v
export SDC_FILE = /design/flow/constraint.sdc
export NUM_CORES = 4
export LEC_CHECK = 1
export CORE_AREA = 10 10 83 83
export DIE_AREA = 0 0 93 93
### /design/flow/constraint.sdc
current_design blink_led

set clk_period 5.6
set clk_io_pct 0.2

create_clock -name clk0 -period $clk_period [get_ports {clk_in}]

set non_clock_inputs [all_inputs -no_clocks]
set_input_delay [expr $clk_period * $clk_io_pct] -clock clk0 $non_clock_inputs
set_output_delay [expr $clk_period * $clk_io_pct] -clock clk0 [all_outputs]
==> run notes <==
Summary of the current implementation state.

- The run finished with clean final reports.
- The growth of design area from synthesis to finish is 9.938%, for reference.
- The final wirelength is 2.050 mm, for reference.
- The worst setup path is captured at a flop.
- TritonCTS built the clock tree.
- The area share of the leading cell type in the synthesized netlist is 39.75%, for reference.
- The synthesized design contains 25 register bits.
- Across all register-to-register paths, the minimum setup slack is 3.22 ns.
- After layout, the minimum clock period comes to 2.381 ns.
- The die outline height is 93 microns, for reference.
- The register area is 510.5 sq um, for reference.
- The tool warning count is 26, for reference.
- The post-route fraction of the period consumed by the critical path is 42.52%, for reference.
- Ranked by total cell area, the synthesized netlist is headed by dfxtp_1, xor2_1, nor4_4.
- The via count of the first global-routing pass came to 791.
- The total global-route track usage is 4.754%, for reference.
- Warnings reported by Yosys during synthesis add up to 1.
- The pre-antenna-repair detailed-routing pass consisted of 4 iterations.
- Setup repair after global routing left no endpoint under its margin.
- The filler cell count in the final layout is 561, for reference.
- The worst setup path is of the reg -> reg kind.
- Across the run, the number of max-cap violations was 0.
- The overall chip area is 8649 sq um, for reference.
- The first global-routing pass estimated 3.560 mm of wire.
- The maximum clock path buffer count is 2, for reference.
- The count of cells resized by post-cts repair is 0, for reference.
- On the reported timing paths, the clock transition at the registers reads 0.09 ns.
- The floorplan die width is 93 microns, for reference.
- The end-of-flow timing check tallies setup violations at 0.
- Once routing completed, OpenROAD measured the worst setup slack at 3.219 ns.
- The number of buffers inserted by port buffering is 1, for reference.
- The type of origin of the critical path is a flop, for reference.
- The routed length per instance is 10.30 microns, for reference.
- The post-synthesis instance area is 1209 sq um, for reference.
- The number of cells produced by synthesis is 130, for reference.
- In this run the critical register-to-register path is captured at led.
- The pin closest to its max-slew limit shows a slew of 0.8013 ns.
- The setup slack at placement is 3.261 ns, for reference.
- Endpoints failing hold in the final report were tallied at 0.
- The leakage power figure is 0.5462 nW, for reference.
- The library cell with the largest summed area after synthesis is dfxtp_1, for reference.
- The stat command in Yosys gives a chip area of 1209 sq um.
- Across all checked pins, the minimum headroom to the slew limit is 46.18%.
- For this run, the script counts the antenna cells in the layout as 0.
- Measured on the finished design, the core utilization comes to 25.85%.
- Along the worst path, the maximum fanout reaches 15.
- Looking at the clock tree report, the root buffer type is clkbuf_8.
- The remaining number of nets flagged by the antenna check after routing is 0, for reference.
- Buffers inserted during clock tree synthesis total 3.
- After synthesis, the design contains 130 cells according to Yosys.
- For the worst min-delay path, the startpoint reported by OpenROAD is cnt[0].
- In the final layout, the share of cells above drive strength 1 is 9.302%.
- The routed design shows a via density per instance of 4.427.
- The final worst hold slack is 0.4652 ns, for reference.
- According to the I/O placement log, the pin count is 2.
- The script parses the final routing iteration and logs DRC violations as 0.
- The setup clock skew after layout is 0.007013 ns, for reference.
- Note that the worst hold path type here is reg -> reg.
- The post-CTS hold buffer count recorded in the log is 0.
- The worst hold path stage count is 1, for reference.
- The final count of pins violating max slew is 0, for reference.
- The required time of the critical path is 5.50 ns, for reference.
- For this design the ratio of total power to cell area is 212.4 nW/um^2.
- The initial standard-cell utilization of the core is 23.52%, for reference.
- Sequential cells were found to cover 42.24% of the synthesized design area.
- The arrival time of data at the worst endpoint is listed as 2.29 ns.
- The layout report lists the multi-input gate area as 659.4 sq um.
- The skew report gives the latency at the later pin of the worst-skew pair as 0.26 ns.
- The total negative setup slack is 0 ns, for reference.
- The post-CTS setup-driven buffer insertion count is 0, for reference.
- The half-perimeter wire length after placement is 1.440 mm, for reference.
- The design draws 282.2 uW.
- The global route stage reports its total congestion overflow as 0.
- Yosys mapped the design onto 33 distinct sky130hd cell types.
- Per the CTS log, the maximum H-tree level is 1.
- The number of rows created at floorplan is 26, for reference.
- The maximum resistive drop on vdd is 0.0001001 V, for reference.
- The final weighted congestion in routability-driven placement is 0.7805, for reference.
- The clock tree has to reach 25 sinks.
- The routed layout has 881 vias.
- The number of DRC markers in iteration 0 is 43, for reference.
- The initial antenna violation count came to 0.
- The mean instance size in the synthesized netlist is 9.297 sq um, for reference.
- The core region is 5140 sq um.
- The number of cell instances on the worst register-to-register path is 3, for reference.
- Looking at the reg2reg group, the worst path starts from cnt[3].
- Looking at the hold checks, the worst path lands on cnt[0].
- The highest attainable clock frequency is 419.9 MHz, for reference.
- The maximum number of pins on one net before global-route repair is 16, for reference.
==> routing by layer <==
layer / vias to the layer above / share of wire (%) / GRT usage, %
met5: - / 0 / 0
met4: 0 / 1.1 / 0.5141
met3: 2 / 2.2 / 1.050
met2: 10 / 44 / 7.710
met1: 403 / 53 / 6.570
li1: 466 / - / -
==> layout make-up <==
cell class / instances / area share (%)
Clock buffer: 3 / 3.107
Inverter: 4 / 1.130
Clock inverter: 1 / 0.3766
Sequential cell: 25 / 38.42
Tap cell: 70 / 6.591
Timing Repair Buffer: 1 / 0.7533
Multi-Input combinational cell: 95 / 49.62
==> through the flow <==
step	cells	instance area [sq um]
floorplan	130	1209
global placement	195	1282
detailed placement	195	1282
CTS	199	1329
global route	199	1329
finish	199	1329
==> layout by cell type, fill, tap and decap left out, drive strengths merged <==
cell type	instances
a21oi	4
nor3	4
clkinv	1
xor2	10
nand3b	1
clkbuf	3
or2	2
clkdlybuf4s50	1
o41ai	1
and4	1
nor2	19
nor3b	2
or4	4
nand4b	1
edfxtp	1
o31ai	6
nor4b	1
a21o	1
inv	4
nand4	7
xnor2	3
o211ai	2
dfxtp	24
nand3	3
or3	1
o21ai	2
nand2	11
ha	2
a31oi	2
nor4	5
==> how the worst max path moves through the flow <==
stage | start | slack [ns] | cells past startpoint | endpoint
CTS | cnt[3] | 3.22 | 3 | led
global route | cnt[3] | 3.04 | 3 | led
finish | cnt[3] | 3.22 | 3 | led
==> critical path, stage by stage, from the launching register on <==
cell and delay, ns:
dfxtp_1 0.36, nor4_4 0.73, nand4_4 0.28, nor4_4 0.65
==> registers in the layout, indices dropped and copies added (netlist names) <==
| register | count |
|---|---|
| cnt | 24 |
| led | 1 |
==> logic make-up (layout without fill, tap and decap cells) <==
| family | after synthesis | after routing | share of synthesized area [%] |
|---|---|---|---|
| fa+ha+maj | 2 | 2 | 2.070 |
| compound gates | 18 | 18 | 9.834 |
| buf+inv | 10 | 9 | 3.208 |
| xor+xnor | 13 | 13 | 9.420 |
| flops | 25 | 25 | 42.24 |
| simple gates | 62 | 62 | 33.23 |
==> power breakdown <==
group	total (mW)	internal (mW)	switching, mW	leakage (nW)
clock	0.104	0.0496	0.0541	0.0255
sequential	0.179	0.179	0	0.205
combinational	0.000000316	0	0	0.316
==> Yosys cell counts <==
| master | count |
|---|---|
| o31ai_1 | 6 |
| nand4_2 | 1 |
| and4_1 | 1 |
| nand2_1 | 11 |
| o21ai_0 | 2 |
| inv_1 | 4 |
| xor2_1 | 10 |
| nand3_1 | 3 |
| nor4_4 | 4 |
| a21oi_1 | 4 |
| nor3b_1 | 2 |
| o41ai_1 | 1 |
| nor4b_1 | 1 |
| or4_1 | 4 |
| a21o_1 | 1 |
| xnor2_1 | 3 |
| nor3_1 | 4 |
| nand3b_1 | 1 |
| buf_1 | 1 |
| ha_1 | 2 |
| clkbuf_1 | 4 |
| nand4b_1 | 1 |
| o211ai_1 | 2 |
| nand4_1 | 5 |
| buf_2 | 1 |
| or3_1 | 1 |
| edfxtp_1 | 1 |
| nor4_1 | 1 |
| nor2_1 | 19 |
| dfxtp_1 | 24 |
| a31oi_1 | 2 |
| nand4_4 | 1 |
| or2_2 | 2 |
Power figures rest on the tool's default switching activity, not on a simulated workload.
